File: /design/flow/design.v
module ControlRegister (
inout [7:0]  Data,
input ReadSignal,
input WriteSignal,
input [5:0] cw0_i,
input [5:0] cw1_i,
input [5:0] cw2_i,
input [2:0] EnabStatusLatches_i,
output [5:0] cw0_o,
output [5:0] cw1_o,
output [5:0] cw2_o,
output reg [2:0]readback,
output [2:0] EnabStatusLatches_o
);
reg [7:0] ControlWord;
reg [7:0] DataOut;
reg [1:0] ControlWord0;
reg [1:0] ControlWord1;
reg [1:0] ControlWord2;
assign cw0_o = (ControlWord[7:6] == 2'b00) ? ControlWord[5:0] : cw0_i;
assign cw1_o = (ControlWord[7:6] == 2'b01) ? ControlWord[5:0]: cw1_i;
assign cw2_o = (ControlWord[7:6] == 2'b10) ? ControlWord[5:0] :cw2_i;
assign EnabStatusLatches_o = (ControlWord[7:6] == 2'b11 && ControlWord[4]==1'b0 ) ? ControlWord[3:1] : EnabStatusLatches_i;
always @(posedge WriteSignal) begin
	ControlWord = Data;
	if(ControlWord[7:6]==2'b11)
	begin
		if(ControlWord[1]==1'b1 && ControlWord[5]==1'b0)
			readback[0]=1'b1;
		if(ControlWord[2]==1'b1 && ControlWord[5]==1'b0)
			readback[1]=1'b1;
		if(ControlWord[3]==1'b1 && ControlWord[5]==1'b0)
			readback[2]=1'b1;
	end
end
always @(negedge WriteSignal) begin
	readback=3'd0;
end
always @(posedge ReadSignal) begin
	DataOut = ControlWord;
end
assign Data = (ReadSignal==1'b1)?DataOut:8'hzz;
endmodule
File: /design/flow/run.sh
#!/bin/bash
# OpenROAD 26Q1-2900-gdf79404cd8, Yosys 0.63+post, stock flow scripts
make -C /OpenROAD-flow-scripts/flow DESIGN_CONFIG=/design/flow/config.mk WORK_HOME=/design/flow/orfs finish
File: /design/flow/config.mk
export PLATFORM = sky130hd
export DESIGN_NAME = ControlRegister
export DESIGN_NICKNAME = ControlRegister
export VERILOG_FILES = /design/flow/design.v
export SDC_FILE = /design/flow/constraint.sdc
export NUM_CORES = 4
export LEC_CHECK = 1
export CORE_AREA = 10 10 70 70
export DIE_AREA = 0 0 80 80
File: /design/flow/constraint.sdc
current_design ControlRegister

set clk_period 1.5
set clk_io_pct 0.2

create_clock -name clk0 -period $clk_period [get_ports {ReadSignal}]
create_clock -name clk1 -period $clk_period [get_ports {WriteSignal}]

set non_clock_inputs [all_inputs -no_clocks]
set_input_delay [expr $clk_period * $clk_io_pct] -clock clk0 $non_clock_inputs
set_output_delay [expr $clk_period * $clk_io_pct] -clock clk0 [all_outputs]
==> results.cfg <==
; flow metrics
[drt]
drt_wl_total_um = 2450
post-route-drc-count = 0
vias = 593
dr.pass1.iters = 3
drt_iter0_markers = 5
post_drt_wl_per_cell_um = 15.6
postRouteAntennaNets = 0
via_per_inst = 3.78
diodes = 0

[global_route]
grt_pass1_vias = 715
grt_remaining_overflow = 0
gr-usage-all-layers = 0.0746
met2_usage = 0.0963
grt_max_degree = 7
gr-usage-met1 = 0.0881
met3_usage = 0.0716
grt_pass1_wl_um = 3730
antenna_found_initial = 0
busiest_layer = met2

[synth]
ys_cells = 47
synth_top_flop_cell = dfxtp_1
async_reset_ff_frac = 0
syn_inst = 47
synthesis.area_per_instance_um2 = 13.2
edf_count = 0
synth_cell_type_count = 9
syn_area_um2 = 622
synth_flops = 16
synth_top_area_share = 0.515
topCellsByArea = dfxtp_1, mux2_2, buf_4, nand2b_1, and2b_1
top_cell = mux2_2
top_cells_by_count = mux2_2, dfxtp_1, buf_4
top_area_cell = dfxtp_1
ys_seq_share = 0.515
ys_warn_count = 8
yosys_area_um2 = 622

[sta]
slew_violations = 0
finalSetupViolCount = 21
finalSetupTns_ps = -3100
fin_ws_ps = -209
hold_viol_final = 0
rsz0062_at_grt = yes

[pwr]
power_leakage_nw = 0.661
p_per_area_nw_per_um2 = 778
ir_drop_mv = 0.382

[placed_design]
dpl.hpwl_um = 1830
io_buffers = 42
placed_area_um2 = 1120
dpl_worst_slack_ps = -252
gp_congestion = 0.697

[run_status]
status = finished with violations
violations = setup timing

[final_layout]
stdcell_area_um2 = 1390
drive_gt1_frac = 0.649
fillCellCount = 333
area_delta_synth_final_pct = 124

[critical_path]
end_kind = primary output
crit_type = reg -> out
crit_arrival_ps = 1410
required_ps = 1200
crit_fanout = 6
startpoint_type = flip-flop

[die]
fp_util = 0.182
chipHeight_um = 80
pin_count = 55
die_x_um = 80
die_area_um2 = 6400
fp-row-count = 21
fp.coreArea_um2 = 3420

[cts]
clk_pin_slew_ps = 60
cts_tree = built
cts_hold_buf = 0
cts.sinks = 16

[flow_run]
warnings = 43
cap_violations = 0

[hold_path]
hold_class = in -> reg
[sequential cells by signal, summed over array words and instances (netlist names)]
name	count
ControlWord	8
Data	8
[metrics by stage]
stage | cells | utilization | power, W | hold slack [ps]
after global placement | 139 | 0.329 | 0.000685 | 339
after global routing | 157 | 0.408 | 0.00115 | 57.3
after floorplan | 49 | - | 0.000524 | 310
final | 157 | 0.408 | 0.00108 | 76.3
after detailed placement | 139 | 0.329 | 0.000686 | 339
after CTS | 158 | 0.393 | 0.00109 | 64.1
[final timing paths]
kind	startpoint	to	slack, ps	cells past startpoint
min reg2reg	Data[6]	ControlWord[6]	340	0
max in group clk1	Data[2]	ControlWord[2]	1080	0
min	Data[6]	ControlWord[6]	80	0
min in group clk0	ControlWord[0]	Data[0]	380	0
max reg2reg	ControlWord[4]	Data[4]	940	1
max	ControlWord[7]	cw1_o[3]	-210	5
[worst max-delay path: stages, from the launching register on]
cell and delay (ps):
dfxtp_4 360, nand2b_4 160, buf_6 120, buf_6 110, mux2_4 290, buf_6 110
[per-layer routing]
metal  up-vias  share of wire
met4         0         0.0041
met2        41           0.40
li1        285              -
met1       265           0.41
met5         -              0
met3         2           0.18
[cells by family (layout without fill, tap and decap cells)]
logic type             after synthesis  after routing  share of synthesized area
buffers and inverters                4             66                     0.0443
DFF                                 16             16                      0.515
and+or+nand+nor                      5              5                     0.0543
muxes                               21             21                      0.380
other                                1              3                    0.00603
[power breakdown]
group	total [W]	internal [W]	leakage [nW]	switching, W
Combinational	0.000274	0.000213	0.497	0.0000603
Sequential	0.000467	0.000447	0.136	0.0000205
Clock	0.000343	0.000184	0.0276	0.000159
Total	0.00108	0.000844	0.661	0.000240
[area by class of cell]
cell class                      count  area [um2]  share of cell area
Clock buffer                        6        45.0              0.0323
Multi-Input combinational cell     29         370               0.266
Sequential cell                    16         328               0.235
Tap cell                           46        57.6              0.0413
Timing Repair Buffer               60         592               0.425
[placed cells by master, fill, tap and decap left out, drive strengths merged]
cell,count
and2b,1
buf,39
clkbuf,6
clkdlybuf4s50,21
conb,3
dfxtp,16
mux2,21
nand2b,2
nand3b,1
nor2,1
[timing repair]
item,CTS,global route
gates resized,109,11
pin swaps,2,1
setup buffers,13,0
hold endpoints to repair,0,0
endpoints found under the setup margin,21,21
Power and IR drop assume default switching activity.
