==> flow/design.v <==
module Read_Write(
       input Read,
       input Write,
       input ChipSelect,
       input A0,
       input A1,
       output [3:0] Read_Enable,  
       output [3:0] Write_Enable
);
assign Read_Enable = ((Read == 1'b0 && Write == 1'b1) && {A1,A0} == 2'b00 && ChipSelect == 1'b0) ? 4'b0001 :
                     ((Read == 1'b0 && Write == 1'b1) && {A1,A0} == 2'b01 && ChipSelect == 1'b0) ? 4'b0010 :
                     ((Read == 1'b0 && Write == 1'b1) && {A1,A0} == 2'b10 && ChipSelect == 1'b0) ? 4'b0100 : 
                     ((Read == 1'b0 && Write == 1'b1) && {A1,A0} == 2'b11 && ChipSelect == 1'b0) ? 4'b1000 : 4'b0000 ;
assign Write_Enable = ((Read == 1'b1 && Write == 1'b0) && {A1,A0} == 2'b00 && ChipSelect == 1'b0) ? 4'b0001 :
                      ((Read == 1'b1 && Write == 1'b0) && {A1,A0} == 2'b01 && ChipSelect == 1'b0) ? 4'b0010 :
                      ((Read == 1'b1 && Write == 1'b0) && {A1,A0} == 2'b10 && ChipSelect == 1'b0) ? 4'b0100 : 
                      ((Read == 1'b1 && Write == 1'b0) && {A1,A0} == 2'b11 && ChipSelect == 1'b0) ? 4'b1000 : 4'b0000 ;
endmodule
==> flow/run.sh <==
#!/bin/bash
# OpenROAD 26Q1-2900-gdf79404cd8, Yosys 0.63+post, stock flow scripts
make -C /OpenROAD-flow-scripts/flow DESIGN_CONFIG=/design/flow/config.mk WORK_HOME=/design/flow/orfs finish
==> flow/config.mk <==
export PLATFORM = sky130hd
export DESIGN_NAME = Read_Write
export DESIGN_NICKNAME = Read_Write
export VERILOG_FILES = /design/flow/design.v
export SDC_FILE = /design/flow/constraint.sdc
export NUM_CORES = 4
export LEC_CHECK = 1
export CORE_AREA = 10 10 70 70
export DIE_AREA = 0 0 80 80
==> flow/constraint.sdc <==
current_design Read_Write

set clk_period 1.2
set clk_io_pct 0.2

create_clock -name clk0 -period $clk_period

set non_clock_inputs [all_inputs -no_clocks]
set_input_delay [expr $clk_period * $clk_io_pct] -clock clk0 $non_clock_inputs
set_output_delay [expr $clk_period * $clk_io_pct] -clock clk0 [all_outputs]
==> CHANGELOG.md <==
## Implementation

* Status: finished, violations left
* Failing checks: setup timing
* PwrDens at 197.1 nW/um^2
* Logic cell area at 101.3 sq um
* WHS at 0.7773 ns
* Fin crit period at 1.285 ns
* Tool Warnings at 34
* Post-synthesis cell type count at 5
* Post-route setup slack at -0.08536 ns
* Post-DR vias/cell at 2.103
* Iteration-0 DRC Markers at 0
* RSZ-0062 raised after global routing: yes
* WL/cell at 6.218 um
* Dpl cells at 75
* Final Max Slew Viols at 0
* Fmax at 0.7780 GHz
* Die Y at 80 um
* Pin slew with the least headroom to its limit at 0.1711 ns
* First-pass GRT wire length at 703 um
* Crit-path max cell delay at 0.39 ns
* # Cells Yosys at 13
* Area grow syn2layout at 313.6%
* Port Buf Inserts at 13
* Yosys chip area at 73.82 sq um
* Die area at 6400 sq um
* Vias in the first global route at 156
* Most used cell, CP: buf_6
* Bufs and invs on worst path at 3
* Worst Hold Class: in -> out
* Sequential cells at 0
* Worst rel slew slack at 0.8860
* # fillers at 402
* Critical path type: in -> out
* Synthesized area per cell at 5.679 sq um
* Synth Seq Share at 0
* Largest net degree at the start of global routing at 6
* Clk_buf instances at 0
* Grt total ovfl at 0
* Fp util at 0.02161
* MaxCap Viol Count at 0
* Kind of cell adding the most delay to the critical path: simple AND/OR/NAND/NOR gates
* Period utilization at 1.071
* Cell Rows at 21
* Leak at 0.1331 nW
* Crit path cell chain: buf_6, or3b_4, buf_6, nor3_2, buf_2
* Hold buffers post-CTS at 0
* Antenna diodes at 0
* Crit path required time at 0.96 ns
* Worst VDD drop at 0.02367 mV
* GPL Wtd Cong at 0.7749
* Final total power at 0.06018 mW
* Syn Inst Count at 13
* Crit-path max FO at 3
* Placed Area at 284.0 sq um
* Startpoint Class: input pin
* Finished Layout Cells at 78
* Antenna Nets Post-Route at 0
* DR vias at 164
* Post-Syn Area at 73.82 sq um
* Initial antenna violation count at 0
* Core ar. at 3416 sq um
* Die W at 80 um
* Post-Route WL at 485 um
* Final Hold Fails at 0
* Synth warn at 0
* I/O pin cnt at 13
* CP Data Arrival Time at 1.05 ns
* DRC Markers at 0
* Layout cells sized above 1 at 0.7500
* Slowest CP cell: or3b_4
* Final instance area at 305.3 sq um
* Reg area at 0 sq um
* DR pass1 iterations at 1
* Tot GR Track Use at 0.01270
* CP endpoint kind: primary output
* Final Setup Violations at 3
## cells by family (layout without fill, tap and decap cells)
family | count (synthesis) | after routing | share of synthesized area
buf+inv | 0 | 19 | 0
simple gates | 13 | 13 | 1.000
## tightest hold or removal path, stage by stage
cell	delay (ns)
buf_2	0.15
nor3_2	0.06
buf_2	0.10
## routing by layer
metal / up-vias / share of wire / GRT usage
li1: 86 / - / -
met1: 65 / 0.52 / 0.01780
met2: 13 / 0.29 / 0.01605
met3: 0 / 0.19 / 0.009091
met4: 0 / 0 / 0
met5: - / 0 / 0
## cell type report
class                      instances  share of cell area
multi-input combinational         13              0.3320
tap                               46              0.1885
timing repair buffer              19              0.4795
## worst paths after layout
| kind | start | to | slack (ns) | depth (start not counted) |
|---|---|---|---|---|
| setup / recovery | A1 | Read_Enable[0] | -0.09 | 5 |
| hold / removal | ChipSelect | Write_Enable[2] | 0.78 | 3 |
## placed cells by master, fill, tap and decap left out
master           count
nand2b_4             1
nand3b_1             2
buf_4                4
clkbuf_2             1
clkdlybuf4s15_2      1
buf_2                7
nor2_1               4
nor3_2               3
dlygate4sd2_1        1
or3b_4               2
nor3_1               1
buf_6                5
## per-stage QoR
stage	setup TNS, ns	util	setup WS, ns
2_1_floorplan	0	-	0.2678
3_3_place_gp	-5.375	0.08315	-0.7702
3_5_place_dp	-5.504	0.08315	-0.7795
4_1_cts	-0.3133	0.08864	-0.1440
5_1_grt	-0.3169	0.08938	-0.1335
6_report	-0.1784	0.08938	-0.08536
## where the power goes
group	internal, mW	switching [mW]
Combinational	0.0385	0.0217
Sequential	0	0
Clock	0	0
## Yosys cell counts (all sizes together)
library cell  instances  area, sq um
or3b                  2        17.52
nand2b                1        6.260
nor2                  4        15.01
nand3b                2        15.01
nor3                  4        20.02
## repair_timing
| item | in CTS | in global routing |
|---|---|---|
| setup endpoints to repair | 8 | 7 |
| pin swaps | 10 | 7 |
| gates resized | 46 | 6 |
| setup buffers | 3 | 0 |
| cloned | 0 | 0 |
| hold endpoints to repair | 0 | 0 |
Power is estimated from default activity; no workload was simulated.
